==> design.v <==
module ALU(clk,A,B,sel,Res1,Res2); 
input clk;
input [7:0]A,B;
input [3:0]sel;  
output reg [7:0]Res1; 
output reg [7:0]Res2;
reg [7:0]A_r;
reg [7:0]B_r;
parameter NOP = 4'h0; 
parameter ADD = 4'h3; 
parameter SUB = 4'h6; 
parameter MUL = 4'h7; 
parameter DIV = 4'h4; 
always@(posedge clk) begin
    A_r = A;
    B_r = B;
case(sel) 
ADD: Res1 = A_r+B_r; 
SUB: Res1 = A_r-B_r;
MUL: {Res2,Res1}=A_r*B_r; 
DIV: begin Res1 = A_r/B; 
     Res2 = A_r-(Res1*B_r); end
NOP: begin
    A_r = A_r; 
    B_r = B_r; 
    Res1 = Res1; 
    Res2 = Res2;
end
endcase 
end
endmodule 
==> run.sh <==
#!/bin/bash
# OpenROAD 26Q1-2900-gdf79404cd8, Yosys 0.63+post, stock flow scripts
make -C /OpenROAD-flow-scripts/flow DESIGN_CONFIG=/design/flow/config.mk WORK_HOME=/design/flow/orfs finish
==> config.mk <==
export PLATFORM = sky130hd
export DESIGN_NAME = ALU
export DESIGN_NICKNAME = ALU
export VERILOG_FILES = /design/flow/design.v
export SDC_FILE = /design/flow/constraint.sdc
export NUM_CORES = 4
export LEC_CHECK = 1
export CORE_UTILIZATION = 50
==> constraint.sdc <==
current_design ALU

set clk_period 17.6
set clk_io_pct 0.2

create_clock -name clk0 -period $clk_period [get_ports {clk}]

set non_clock_inputs [all_inputs -no_clocks]
set_input_delay [expr $clk_period * $clk_io_pct] -clock clk0 $non_clock_inputs
set_output_delay [expr $clk_period * $clk_io_pct] -clock clk0 [all_outputs]
==> impl_metrics.yaml <==
# flow metrics
routing:
  wl_per_cell_um: 17.6
  drt.antenna.violating_nets: 0
  initialDrtViolationCount: 297
  drt_wl_total_um: 14900
  drtPass1Iterations: 7
  antenna_cells: 0
  vias_per_cell: 5.67
  drc: 0
  vias: 4803
clocking:
  h-tree-depth: 1
  cts_tree: "built"
  clk_path_buf_depth: 2
  clockRootBuffer: "clkbuf_16"
  cts-buffers-inserted: 3
  hold_buffers: 0
  clk_pin_slew_ns: 0.05
  clock-sinks: 16
yosys:
  synth-edff-count: 16
  netlist_instances: 665
  ys_types: 51
  yosys_warnings: 1
  ff_type: "edfxtp_1"
  ys_seq_frac: 0.0850
  ys.flops: 16
  yosys-stat-cells: 665
  yosys_area_um2: 5660
  syn_avg_cell_area_um2: 8.50
  synthArstFlopShare: 0
  synthesis.area_um2: 5660
floorplan:
  die_area_um2: 11700
  ioPinCount: 37
  core_util_floorplan: 0.517
  core_area_um2: 10900
  fp.dieH_um: 108
  rows: 38
  die-width_um: 108
worst_setup_path:
  critPathLaunchType: "primary input"
  worstSetupEndpointType: "register"
  path_max_fanout: 7
  critPathKind: "in -> reg"
  crit_required_ns: 17.57
  arrival_ns: 16.50
  max_stage_delay_ns: 0.54
  critPathSlowestCell: "fa_1"
  crit_path_frequent_cell: "ha_1"
power_and_ir_drop:
  power_mw: 0.541
  peakVddDrop_v: 0.0000599
  power_density_nw_per_um2: 84.7
  leakagePower_nw: 3.10
job:
  warning_count: 32
  max_cap_violations: 0
global_routing:
  grt_usage: 0.285
  antenna_found_initial: 0
  grt_pass1_vias: 4698
  grt_remaining_overflow: 0
  grt_max_degree: 18
  grt_pass1_wl_um: 24300
placed_design:
  place_hpwl_um: 11900
  dp_cells: 843
  portBuffers: 36
  gp_congestion: 0.957
final_timing:
  min_period_ns: 16.52
  fmax_ghz: 0.0605
  rsz0062_at_grt: "no"
  slew_viol_final: 0
  setup_tns_ns: 0
  hold_viol_final: 0
  setup-violations-final: 0
  fin_crit_sh: 0.939
  tightestPinTransition_ns: 0.783
  whs_ns: 4.13
  slew-limit-headroom: 0.465
finish:
  syn_to_final_growth_pct: 12.8
  layout-drive-gt1-share: 0.0736
  layoutNonFillerInstCount: 847
hold_path:
  holdCritPathClass: "in -> reg"
status:
  outcome: "finished clean"
## synthesized netlist by cell type (all sizes together) (15+ instances only)
master,n,area [um^2]
xor2,17,149
fa,53,1060
edfxtp,16,480
nor3,15,91.3
ha,106,1330
a21o,25,188
nor2,57,214
o21ai,29,145
a21oi,24,120
clkbuf,21,78.8
xnor2,37,324
and2,30,188
inv,78,293
nand2,60,228
o21a,18,135
## layout by cell type (no fill, tap or decap), types with 16 or more instances in the layout
cell type,instances
fa_1,53
o21a_1,17
o21ai_0,27
ha_1,106
and2_1,30
edfxtp_1,16
nand2_1,59
inv_1,78
a21oi_1,23
xor2_1,17
a21o_1,25
buf_4,25
nor2_1,57
xnor2_1,37
clkdlybuf4s50_1,36
## path summary, 6_finish.rpt
check             cells past startpoint   start  slack, ns      end
hold / removal                        2  sel[3]       4.13  Res1[4]
setup / recovery                     55    B[4]       1.08  Res2[7]
## registers in the layout, indices dropped and copies added (netlist names)
register / flops
Res1: 8
Res2: 8
## per-layer routing
layer,GRT usage,share of wire
met4,0.0473,0.023
met5,0,0
met3,0.0405,0.065
met1,0.441,0.46
met2,0.446,0.45
## final cells by class
type                    count  area [um^2]
multi-input cells         545         4790
fillers                   980         4560
repair buffers             61          548
flip-flops and latches     16          480
inverters                  81          304
well taps                 140          175
clock buffers               3         75.1
clock inverters             1         3.75
## stage by stage
stage / area [um^2] / utilization / worst slack, ns
finish: 6380 / 0.583 / 1.08
global route: 6380 / 0.583 / 0.0843
CTS: 6370 / 0.582 / 0.843
detailed placement: 6290 / 0.575 / 0.613
global placement: 6290 / 0.575 / 0.805
floorplan: 5660 / - / 1.90
## what timing repair did
item | in CTS | in global routing
setup endpoints to repair | 0 | 2
hold endpoints to repair | 0 | 0
buffers inserted | 0 | 0
resized | 0 | 4
## critical path: cells and delay by family
family / cells / cell delay, ns
AND-OR/OR-AND: 24 / 4.66
adder cells (fa/ha/maj): 12 / 4.39
multiplexers: 5 / 1.63
AND/OR/NAND/NOR: 8 / 1.12
buffers and inverters: 3 / 0.69
XOR/XNOR: 3 / 0.46
## power breakdown
group	internal (mW)	switching, mW	total [mW]
sequential	0.0572	0.00159	0.0588
clock	0.0302	0.0147	0.0448
combinational	0.199	0.238	0.437
## cell families after synthesis
logic type                 after synthesis  synth area share
AOI/OAI and AO/OA                      136             0.163
buffers and inverters                  104            0.0695
DFF                                     16            0.0850
muxes                                   14            0.0277
adders and majority gates              159             0.422
xor gates and xnor gates                54            0.0836
and+or+nand+nor                        182             0.149
Power and IR drop assume default switching activity.
