==> design.v <==
module half_adder(a,b,s_o,c_o);
    input a,b;
    output s_o,c_o;
    xor (s_o,a,b);
    and (c_o,a,b);
endmodule
module full_adder(A,B,C_in,Sum,C_out);
    input A,B,C_in;
    output Sum,C_out;
    wire S1,S2,S3;  
    half_adder u1(A,B,S1,S2);
    half_adder u2(S1,C_in,Sum,S3);
    or (C_out,S2,S3);
endmodule
module ripple_carry_adder(AA,BB,SS,Co);
    input [7:0]AA;
    input [7:0]BB;
    output [7:0]SS;
    output Co;
    wire [6:0]cc;
    reg c_in = 1'b0;
    full_adder fa0(AA[0],BB[0],c_in,SS[0],cc[0]);
    full_adder fa1(AA[1],BB[1],cc[0],SS[1],cc[1]);
    full_adder fa2(AA[2],BB[2],cc[1],SS[2],cc[2]);
    full_adder fa3(AA[3],BB[3],cc[2],SS[3],cc[3]);
    full_adder fa4(AA[4],BB[4],cc[3],SS[4],cc[4]);
    full_adder fa5(AA[5],BB[5],cc[4],SS[5],cc[5]);
    full_adder fa6(AA[6],BB[6],cc[5],SS[6],cc[6]);
    full_adder fa7(AA[7],BB[7],cc[6],SS[7],Co);
endmodule
module addr_sub(A_in,B_in,Sel,Res_o,CB_bit);
    input [7:0]A_in;
    input [7:0]B_in;
    input Sel;  
    output [7:0]Res_o;
    output CB_bit;
    wire [7:0]W;
    xor (W[0],B_in[0],Sel);
    xor (W[1],B_in[1],Sel);
    xor (W[2],B_in[2],Sel);
    xor (W[3],B_in[3],Sel);
    xor (W[4],B_in[4],Sel);
    xor (W[5],B_in[5],Sel);
    xor (W[6],B_in[6],Sel);
    xor (W[7],B_in[7],Sel);
    ripple_carry_adder rca(A_in,W,Res_o,CB_bit);
endmodule
==> run.sh <==
#!/bin/bash
# OpenROAD 26Q1-2900-gdf79404cd8, Yosys 0.63+post, stock flow scripts
make -C /OpenROAD-flow-scripts/flow DESIGN_CONFIG=/design/flow/config.mk WORK_HOME=/design/flow/orfs finish
==> config.mk <==
export PLATFORM = sky130hd
export DESIGN_NAME = addr_sub
export DESIGN_NICKNAME = addr_sub
export VERILOG_FILES = /design/flow/design.v
export SDC_FILE = /design/flow/constraint.sdc
export NUM_CORES = 4
export LEC_CHECK = 1
export CORE_AREA = 10 10 70 70
export DIE_AREA = 0 0 80 80
==> constraint.sdc <==
current_design addr_sub

set clk_period 3.9
set clk_io_pct 0.2

create_clock -name clk0 -period $clk_period

set non_clock_inputs [all_inputs -no_clocks]
set_input_delay [expr $clk_period * $clk_io_pct] -clock clk0 $non_clock_inputs
set_output_delay [expr $clk_period * $clk_io_pct] -clock clk0 [all_outputs]
==> CHANGELOG.md <==
## Implementation

* Port Buffer Count at 26
* Kind of critical path: input port to output port
* Util after Layout at 0.178
* Finish-stage setup viols at 4
* Ys Warns at 1
* Gpl congestion at 0.760
* Initial DRC Count at 7
* Peak Freq at 216 MHz
* Power Density at 154 nW/µm²
* Total tool warning count at 35
* Clock buf count at 0
* Die height at 80 µm
* Routed vias/inst at 2.50
* Inst Count DP at 103
* Setup TNS at -1.95 ns
* Area Overhead vs Synth at 75.5%
* Register share after synthesis at 0
* Final Non-Filler Cells at 103
* Flop count at 0
* Dpl hpwl at 845 µm
* Synth top cell by count: inv_1
* Core Region at 3420 µm²
* Die W at 80 µm
* Peak fanout along the critical path at 1
* Worst VDD drop at 46.4 µV
* Max_cap viols at 0
* RSZ-0062 raised after global routing: true
* First-pass GRT wire length at 1410 µm
* Drt wl/cell at 8.68 µm
* DRT Pass-1 Iters at 2
* Final hold vios at 0
* Final setup margin at -0.732 ns
* Critical Path RT at 3.12 ns
* Remaining antenna violation count at 0
* Area leader, netlist: fa_1
* Ant diodes at 0
* Distinct lib cells used at 7
* CP Capture Type: output port
* Leak at 0.270 nW
* CP Launch Type: input port
* Drt drc at 0
* FILL cells at 402
* Period utilization at 1.19
* Routed wire length at 894 µm
* CTS hold repair buffers at 0
* Hold Slack at 2.28 ns
* IO Pins at 26
* Failing checks: setup timing
* Row count at 21
* Minimum clock period at 4.63 ns
* Setup repair bufs after CTS at 0
* Chip area at 6400 µm²
* Setup slack after placement at -1.52 ns
* Core Util at FP at 0.101
* GRT Overall Usage at 0.0270
* DP Area at 618 µm²
* Seq. cell area at 0 µm²
* Antenna violations before repair at 0
* Total power at 93.8 µW
* Fin. max-slew vios at 0
* Slew HR at 0.856
* Status: finished with violations
* Hold WC Path Type: input port to output port
* Yosys Instances at 39
* Area share, top type at 0.404
* Post-route standard cell area excluding fillers at 608 µm²
* Hold depth at 3
* Avg Inst Size Synth at 8.89 µm²
* Vias at 258
* Slew @ Worst Pin at 0.214 ns
* Top cells by area: fa_1 40%, buf_4 17%, inv_1 15%, xnor2_1 15%, xor2_1 5.1%
* Top cells by count: 14 x inv_1, 8 x buf_4, 7 x fa_1
* Synth Cell Area at 347 µm²
* Largest net degree at the start of global routing at 8
* CP arrival at 3.85 ns
* Mapped Cells at 39
* Congestion Overflow GR at 0
* Yosys Chip Area at 347 µm²
* Layout cells sized above 1 at 0.333
* Vias in the first global route at 294
final cells by class:
class | count | area, µm² | share of cell area
tap | 46 | 57.6 | 0.0947
inverter | 14 | 52.6 | 0.0864
timing repair buffer | 27 | 250 | 0.412
multi-input combinational | 16 | 248 | 0.407
path summary, 6_finish.rpt:
| check | startpoint | endpoint | slack [ns] |
|---|---|---|---|
| setup / recovery | B_in[0] | Res_o[7] | -0.73 |
| hold / removal | A_in[7] | Res_o[7] | 2.28 |
power breakdown:
group | switching [mW] | total (mW) | internal, mW
Clock | 0 | 0 | 0
Combinational | 0.0321 | 0.0938 | 0.0617
Sequential | 0 | 0 | 0
Total | 0.0321 | 0.0938 | 0.0617
cells by family after synthesis:
logic type,after synthesis,share of synthesized area
XOR/XNOR,8,0.202
adder cells (fa/ha/maj),8,0.440
buffers and inverters,23,0.357
metal layers:
metal  track usage  part of all wire  wire length [µm]  vias to the layer above
met5             0                 0                 0                        -
met3        0.0125              0.16               144                        0
li1              -                 -                 -                      131
met2        0.0369              0.33               299                       22
met4             0                 0                 0                        0
met1        0.0397              0.50               450                      105
layout by cell type (no fill, tap or decap), drive strengths merged:
master         count
clkdlybuf4s15      1
xnor2              6
dlymetal6s2s       1
fa                 7
ha                 1
buf                7
clkdlybuf4s50     16
inv               14
dlygate4sd2        2
xor2               2
worst max-delay path: stages:
cell    delay [ns]
buf_6         0.09
xor2_1        0.14
ha_2          0.19
inv_2         0.04
fa_2          0.33
fa_2          0.34
fa_2          0.35
fa_2          0.35
fa_2          0.34
fa_2          0.34
inv_2         0.06
fa_1          0.37
buf_2         0.12
what timing repair did:
item	4_1_cts	5_1_grt
endpoints found under the setup margin	6	6
pin swaps	9	7
endpoints found under the hold margin	0	0
resized	28	2
No activity file was given, so power comes from the tool's default toggle rates.
