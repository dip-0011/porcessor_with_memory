[design/flow/config.mk]
export PLATFORM = sky130hd
export DESIGN_NAME = processor
export DESIGN_NICKNAME = processor
export VERILOG_FILES = /design/flow/design.v
export SDC_FILE = /design/flow/constraint.sdc
export NUM_CORES = 4
export LEC_CHECK = 1
export CORE_UTILIZATION = 30
[design/flow/constraint.sdc]
current_design processor

set clk_period 73.2
set clk_io_pct 0.2

create_clock -name clk0 -period $clk_period [get_ports {clk}]

set non_clock_inputs [all_inputs -no_clocks]
set_input_delay [expr $clk_period * $clk_io_pct] -clock clk0 $non_clock_inputs
set_output_delay [expr $clk_period * $clk_io_pct] -clock clk0 [all_outputs]
[design/flow/design.v]
module processor(clk,rst,start,data_in,data_out);
input clk;
input rst;  
input start;  
input [7:0]data_in; 
output [7:0]data_out;
reg [7:0]mem[0:255]; 
reg [7:0]A;
reg [7:0]B;
reg [7:0]PC;
reg [3:0]op_c;
reg state;
reg [1:0]counter; 
reg [7:0]temp;
wire [7:0]ALU_result;
parameter WRITE = 1'b0; 
parameter READ = 1'b1; 
parameter M_Reg = 8'h26;  
parameter NOP = 4'h0;
parameter MOVA = 4'h1;
parameter MOVB = 4'h2;
parameter MOVAM = 4'h9;
parameter MOVBM = 4'ha;
parameter MOVM = 4'hc;
parameter ADD = 4'h3;
parameter SUB = 4'h6;
parameter HALT = 4'h8;
always @(posedge clk) begin
    if (!rst) begin
        state <= 1'b0;
        A <= 8'b0;
        B <= 8'b0;
        PC <= 8'b0;
        op_c <= 4'b0;
        counter <= 2'b00;
    end
    else begin
    case (state)
        WRITE : begin
             if (start) begin
                state <= state + 1'b1;
            end 
            else begin
                state = state;
                case (counter)
                    2'b00 : begin
                        PC <= data_in;  
                        PC <= PC + 1'b1;  
                        counter <= counter + 1'b1;
                    end
                    2'b01: begin
                        mem[PC] <= data_in;  
                        PC <= PC+1'b1;  
                        counter <= counter + 1'b1;
                    end
                    2'b10: begin
                        mem[PC] <= data_in;  
                        PC <= PC+1'b1;
                        counter <= counter - 1'b1;
                    end
                endcase
            end
        end 
        READ : begin
            PC <= data_in;
            counter <= 2'b00;
            temp <= mem[PC];
            case (counter)
                2'b00 : begin
                    op_c <= temp[3:0];
                    PC <= PC+1'b1;
                    counter <= counter+1'b1;
                end
                2'b01 :begin
                    A <= temp;
                    PC <= PC+1'b1;
                    counter <= counter+1'b1;
                end
                2'b10 :begin
                    B <= temp;
                    PC <= PC+1;
                    counter <= 2'b00;
                end
            endcase
        end   
    endcase    
    end
end
assign data_out = A;
endmodule
[design/flow/run.sh]
#!/bin/bash
# OpenROAD 26Q1-2900-gdf79404cd8, Yosys 0.63+post, stock flow scripts
make -C /OpenROAD-flow-scripts/flow DESIGN_CONFIG=/design/flow/config.mk WORK_HOME=/design/flow/orfs finish
==> run summary <==
run results: status=finished clean, synth warn=1, Final GP Congestion=~0.93, HPWL Detailed=123000 µm, chip area in the Yosys report=a little under 80000 µm², Clock Power Share=0.409, H-Tree Depth=4, Placement Cell Area=roughly 84000 µm², number of enable flip-flop cells=a little over 2000, Synthesized registers=between 2000 and 2500, RR Endpoint=temp[1]$_DFFE_PP_, switching share of power=0.218, LEAKAGE=approximately 27 nW, area delta synth->final=14.2%, final core occ=0.345, Layout Cell Area excl Fill=90800 µm², fp util=0.302, CTS tree=done, Finish-stage setup viols=0, global-route wire length before repair=295000 µm, Peak Freq=~58 MHz, gr usage total=0.166, post-CTS setup buffer count=0, TritonCTS buffer count=~200, largest net degree at the start of global routing=~120, dominant cell type by area after synthesis=edfxtp_1, CP max stage cell=nand3_1, post-route antenna net violation count=0, Die ar.=roughly 270000 µm², max-cap violations=0, CP cell instances=clkdlybuf4s50_1, nor2_1, and3_1, buf_4, nand3_1, buf_4, nor2_1, end of the critical path=mem[178][7]$_DFFE_PP_, Area leader share=0.777, tool warnings=35, CP Capture Type=register, Most used DFF post-synth=edfxtp_1, Core Area=roughly 260000 µm², final worst-path cycle share=0.237, Synth Area per Inst=21.7 µm², CP max FO=21, worst path required time=roughly 74 ns, share of layout cells above drive strength 1=0.248, mapped cell area=slightly below 80000 µm², vias in the first global route=43194, Pre-antenna DRT Iters=5, die span in x=between 500 and 600 µm, Synth top cells by count=edfxtp_1 (2056), mux4_2 (512), nor2_1 (263), Peak VDD IR=around 0.000022 V, Worst Hold Slack=between 0.5 and 0.6 ns, final hold vios=0, hold buffer count at cts=0, Vias/cell=~5.1, site row count=around 190, Power Density=approximately 28 nW/µm², Hold Crit Depth=2, final wirelength=203000 µm, register-to-register setup slack=about 67 ns, CTS sink count=around 2100, Levels on crit path=7, clock root buffer master=clkbuf_16, grt total ovfl=0, RSZ-0062 raised after global routing=no, Setup TNS Final=0 ns, Worst Hold Class=reg -> reg, Internal=just under 2 mW, Cell Type Count=39, port buffer count=18, fin crit period=~17 ns, initial antenna violation count=2, crit-path max cell delay=0.68 ns, part of the power in registers=0.524, IO Count=19, yosys cell count=between 3000 and 4000, critical path class=in -> reg, via count=about 38000, Switch Pwr=between 0.5 and 0.6 mW, Reg clk slew, reported paths=0.06 ns, R2R cell count=10, Pins Over Slew Limit=0, DR iter-0 viols=roughly 3000, Critical Path Source Type=input port, die height=517 µm, most numerous cell in the Yosys netlist=edfxtp_1, combinational share of power=0.067, power consumption=around 2.5 mW, Late-Pin Clk Latency=approximately 0.83 ns, synthesized instance count=3668, cts repair resizes=0, crit-path leading delay family=simple AND/OR/NAND/NOR gates, drt drc=0, clock skew=approximately 0.037 ns, Clock Path Buffers=3, Wirelength per Cell=~27 µm, Critical path origin=start, Rel. slew slack=0.327, Worst R2R Start=PC[0]$_SDFFE_PN0P_, worst endpoint data arrival time=17.78 ns, WP buf/inv=3, Main area contributors=edfxtp_1 (78%), mux4_2 (15%), a22oi_1 (2.4%), nor2_1 (1.2%), a21oi_1 (0.87%), Slew @ Worst Pin=between 0.9 and 1 ns, Post-synth ARST share=0, sequential share of the synthesized area=0.782
-- routing by layer --
| metal | part of all wire | up-vias | track usage | wire, µm |
|---|---|---|---|---|
| li1 | - | 15770 | - | - |
| met1 | 0.32 | 19109 | 0.178 | 65000 |
| met2 | 0.46 | 2959 | 0.243 | 93800 |
| met3 | 0.18 | 344 | 0.142 | 36900 |
| met4 | 0.034 | 10 | 0.0441 | 6970 |
| met5 | 0.0016 | - | 0.00973 | 333 |
-- worst reg2reg max path: cells and delay by family (launching register included) --
kind	cells	cell delay, ns
buffers and inverters	5	2.94
AND-OR/OR-AND	3	1.00
flip-flops	1	0.81
multiplexers	1	0.59
AND/OR/NAND/NOR	1	0.10
-- per-stage QoR --
stage / std cells / worst slack (ns)
2_1_floorplan: 3668 / 56.51
3_3_place_gp: 7093 / 55.04
3_5_place_dp: 7093 / 55.01
4_1_cts: 7467 / 55.89
5_1_grt: 7471 / 55.78
6_report: 7473 / 55.87
-- power groups by stage --
stage / Clock, mW / Sequential, mW / Combinational [mW]
after CTS: 1.04 / 1.31 / 0.168
after global routing: 1.09 / 1.31 / 0.179
final: 1.02 / 1.31 / 0.167
-- final cells by class --
class / instances / area, µm²
Clock inverter: 142 / 1420
Timing Repair Buffer: 153 / 1300
Clock buffer: 232 / 5170
Tap cell: 3515 / 4400
Antenna cell: 6 / 15.0
Inverter: 3 / 11.3
Multi-Input combinational cell: 1347 / 16400
Fill cell: 24053 / 172000
Sequential cell: 2075 / 62100
-- cell families after synthesis --
family | count (synthesis) | share of synthesized area
xor+xnor | 1 | 0.000110
compound gates | 452 | 0.0387
buf+inv | 246 | 0.0141
fa+ha+maj | 4 | 0.000630
flops | 2075 | 0.782
mux | 514 | 0.145
simple gates | 376 | 0.0197
-- registers in the layout (all words and copies together), names as in the netlist --
signal	flops
state	1
A	8
temp	8
mem	2048
PC	8
counter	2
-- worst min-delay path by stage --
| stage | start | end | slack, ns |
|---|---|---|---|
| CTS | temp[1]$_DFFE_PP_ | A[1]$_SDFFE_PN0P_ | 0.55 |
| global route | temp[0]$_DFFE_PP_ | A[0]$_SDFFE_PN0P_ | 0.58 |
| finish | temp[1]$_DFFE_PP_ | A[1]$_SDFFE_PN0P_ | 0.55 |
-- cell usage in the layout (no fill, tap or decap), types with 3 or more instances in the layout --
cell,n
nand3_2,13
clkbuf_16,201
buf_4,130
nand2b_1,3
dfxtp_1,17
diode_2,6
nor2_1,262
clkdlybuf4s50_1,10
clkbuf_1,29
or2_2,3
mux4_2,512
o41ai_1,32
inv_1,3
clkinv_4,11
inv_16,3
nand4_1,13
buf_12,5
o21ai_0,7
nand2_1,36
nand3_1,21
a21oi_1,138
inv_6,12
clkinv_16,3
clkinv_1,46
and2_1,3
buf_8,8
edfxtp_1,2056
a21boi_0,9
clkinvlp_4,7
clkinv_2,37
o211ai_1,3
nor2b_1,8
a22oi_1,256
ha_1,4
bufinv_16,21
Power and IR drop assume default switching activity.
